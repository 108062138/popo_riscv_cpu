`design/flow/config.mk`:
```
export PLATFORM = sky130hd
export DESIGN_NAME = asyncfifo
export DESIGN_NICKNAME = asyncfifo
export VERILOG_FILES = /design/flow/design.v
export SDC_FILE = /design/flow/constraint.sdc
export NUM_CORES = 4
export LEC_CHECK = 1
export CORE_UTILIZATION = 40
```
`design/flow/constraint.sdc`:
```
current_design asyncfifo

set clk_period 12.2
set clk_io_pct 0.2

create_clock -name clk0 -period $clk_period [get_ports {rclk}]
create_clock -name clk1 -period $clk_period [get_ports {wclk}]

set non_clock_inputs [all_inputs -no_clocks]
set_input_delay [expr $clk_period * $clk_io_pct] -clock clk0 $non_clock_inputs
set_output_delay [expr $clk_period * $clk_io_pct] -clock clk0 [all_outputs]
```
`design/flow/design.v`:
```
module asyncfifo #(
    parameter DATA_WIDTH = 32,
    parameter ADDR_WIDTH = 4
)(
    input wire rclk,
    input wire rrst_n,
    input wire rpull,
    output wire rempty,
    output wire [DATA_WIDTH-1:0] rdata,
    input wire wclk,
    input wire wrst_n,
    input wire wpush,
    output wire wfull,
    input wire [DATA_WIDTH-1:0] wdata
);
wire [ADDR_WIDTH-1:0] waddr, raddr;
wire [ADDR_WIDTH:0] wptr, rptr, wq2_rptr, rq2_wptr;
wire wen;
wire beat_read;
assign wen = !wfull && wpush;
assign beat_read = !rempty && rpull;
write_pointer_handler #(
    .ADDR_WIDTH(ADDR_WIDTH)
) u_write_pointer_handler (
    .wclk(wclk),
    .wrst_n(wrst_n),
    .wq2_rptr(wq2_rptr),
    .wpush(wpush),
    .wptr(wptr),
    .waddr(waddr),
    .wfull(wfull)
);
double_sync #(
    .DSYNC_WIDTH(ADDR_WIDTH + 1)
) u_sync_r2w (
    .clk(wclk),
    .rst_n(wrst_n),
    .din(rptr),
    .dout(wq2_rptr)
);
fifo_memory #(
    .ADDR_WIDTH(ADDR_WIDTH),
    .DATA_WIDTH(DATA_WIDTH)
) u_fifo_memory (
    .wclk(wclk),
    .waddr(waddr),
    .wen(wen),
    .wdata(wdata),
    .raddr(raddr),
    .rdata(rdata)
);
double_sync #(
    .DSYNC_WIDTH(ADDR_WIDTH + 1)
) u_sync_w2r (
    .clk(rclk),
    .rst_n(rrst_n),
    .din(wptr),
    .dout(rq2_wptr)
);
read_pointer_handler #(
    .ADDR_WIDTH(ADDR_WIDTH)
) u_read_pointer_handler (
    .rclk(rclk),
    .rrst_n(rrst_n),
    .rpull(rpull),
    .rq2_wptr(rq2_wptr),
    .rempty(rempty),
    .raddr(raddr),
    .rptr(rptr)
);
endmodule
module binary2gray #(
    parameter WIDTH = 5
)(
    input wire [WIDTH-1:0] binary,
    output wire [WIDTH-1:0] gray
);
assign gray = (binary>>1) ^ binary;
endmodule
module double_sync #(
    parameter DSYNC_WIDTH = 4
)(
    input wire clk,
    input wire rst_n,
    input wire [DSYNC_WIDTH-1:0] din,
    output reg [DSYNC_WIDTH-1:0] dout
);
reg [DSYNC_WIDTH-1:0] tmp;
always @(posedge clk) begin
    if(!rst_n) {dout, tmp} <= 0;
    else {dout, tmp} <= {tmp, din};
end
endmodule
module fifo_memory #(
    parameter ADDR_WIDTH = 4,
    parameter DATA_WIDTH = 32
)(
    input wire wclk,
    input wire wen,
    input wire [DATA_WIDTH-1:0] wdata,
    input wire [ADDR_WIDTH-1:0] waddr,
    input wire [ADDR_WIDTH-1:0] raddr,
    output wire [DATA_WIDTH-1:0] rdata
);
localparam MEMORY_DEPTH = 1 << ADDR_WIDTH;
reg [DATA_WIDTH-1:0] mem [0: MEMORY_DEPTH-1];
assign rdata = mem[raddr];
always@(posedge wclk)begin
    if(wen) mem[waddr] <= wdata;
end
endmodule
module gray2binary #(
    parameter WIDTH = 5
)(
    input [WIDTH-1:0] gray,
    output reg [WIDTH-1:0] binary
);
integer i;
always@(*)begin
    binary[WIDTH-1] = gray[WIDTH-1];
    for(i=WIDTH-2;i>=0;i=i-1)begin
        binary[i] = binary[i+1] ^ gray[i];
    end
end
endmodule
module read_pointer_handler #(
    parameter ADDR_WIDTH = 4
)(
    input wire rclk,
    input wire rrst_n,
    input wire rpull,
    input wire [ADDR_WIDTH:0] rq2_wptr,
    output reg rempty,
    output wire [ADDR_WIDTH-1:0] raddr,
    output reg [ADDR_WIDTH:0] rptr
);
reg n_rempty;
reg [ADDR_WIDTH:0] rbin, n_rbin;
reg [ADDR_WIDTH:0] n_rgray;
assign raddr = rbin[ADDR_WIDTH-1:0];
always@(*)begin
    n_rbin = rbin + (rpull && !rempty);
    n_rgray = (n_rbin >> 1) ^ n_rbin;
    n_rempty = (n_rgray == rq2_wptr);
end
always@(posedge rclk)begin
    if(!rrst_n)begin
        rbin <= 0;
        rptr <= 0;
        rempty <= 0;
    end else begin
        rbin <= n_rbin;
        rptr <= n_rgray;
        rempty <= n_rempty;
    end
end
endmodule
module write_pointer_handler #(
    parameter ADDR_WIDTH = 4
)(
    input wire wclk,
    input wire wrst_n,
    input wire [ADDR_WIDTH:0] wq2_rptr,
    input wire wpush,
    output reg [ADDR_WIDTH:0] wptr,
    output wire [ADDR_WIDTH-1:0] waddr,
    output reg wfull
);
reg [ADDR_WIDTH:0] n_gray;
reg [ADDR_WIDTH:0] wbin, n_wbin;
reg n_wfull;
assign waddr = wbin[ADDR_WIDTH-1:0];
always@(*)begin
    n_wbin = wbin + (wpush & !wfull);
    n_gray = (n_wbin >> 1) ^ n_wbin;
    n_wfull = (n_gray=={~wq2_rptr[ADDR_WIDTH: ADDR_WIDTH-1], wq2_rptr[ADDR_WIDTH-2:0]});
end
always@(posedge wclk)begin
    if(!wrst_n)begin
        wptr <= 0;
        wbin <= 0;
        wfull <= 0;
    end else begin
        wptr <= n_gray;
        wbin <= n_wbin;
        wfull <= n_wfull;
    end
end
wire check;
wire [ADDR_WIDTH:0] tmp_bin, tmp_gray;
gray2binary #(.WIDTH(ADDR_WIDTH+1)) u_gray2binary(.gray(n_gray), .binary(tmp_bin));
binary2gray #(.WIDTH(ADDR_WIDTH+1)) u_binary2gray(.binary(tmp_bin), .gray(tmp_gray));
assign check = n_wbin == tmp_bin;  
endmodule
```
`design/flow/run.sh`:
```
#!/bin/bash
# OpenROAD 26Q1-2900-gdf79404cd8, Yosys 0.63+post, stock flow scripts
make -C /OpenROAD-flow-scripts/flow DESIGN_CONFIG=/design/flow/config.mk WORK_HOME=/design/flow/orfs finish
```
==> out/qor.log <==
qor: run.openroad.warnings 26
qor: place.dpl.cell_count 1668
qor: cts.number_of_cells_upsized_or_downsized_after_cts 0
qor: synthesis.synth-xor-area-share 0.0133
qor: setup_path.slowest_delay 740 ps
qor: power.cell_internal_pwr 3.28 mW
qor: synthesis.postSynthSeqShare 0.779
qor: routing.drtPass1Iterations 6
qor: status.run_status completed
qor: timing.timing_max_transition_violations_final 0
qor: power.comb_power_share 0.105
qor: synthesis.yosysCellCount 944
qor: setup_path.worst-r2r-cell-count 4
qor: setup_path.worst_setup_path_end_kind output port
qor: setup_path.critical_path.most_common_cell buf_4
qor: setup_path.timing.reg2reg.setup_slack 9600 ps
qor: cts.clock_transition_at_path_regs 60 ps
qor: power.power.clock.fraction 0.389
qor: synthesis.syn-mean-instance-area 22.0 µm²
qor: timing.grt_setup_unrepaired false
qor: global_routing.grt_first_pass_wirelength 65.2 mm
qor: synthesis.synth.cell_area 20800 µm²
qor: global_routing.grt_antenna_before_repair 4
qor: power.power_density 174 nW/µm²
qor: finish.syn2layout_area_growth 16.3%
qor: setup_path.critical_path.cell_chain buf_4 > buf_4 > mux4_2 > a22oi_1 > nand2_1 > clkdlybuf4s50_1
qor: synthesis.synth_warnings 5
qor: die.design.portCount 72
qor: power.max-vdd-ir-drop 0.000126 V
qor: die.rows 83
qor: routing.vias_per_cell 5.38
qor: routing.ant_nets 0
qor: synthesis.yosys_register_bits 552
qor: cts.cts_tree done
qor: synthesis.yosysChipArea 20800 µm²
qor: finish.instances_no_fill 1774
qor: hold_path.cells_on_worst_hold_path 1
qor: setup_path.crit_path_start_kind register
qor: timing.hold_viol_final 0
qor: synthesis.post_synth_and_or_nand_nor_area_fraction 0.0287
qor: place.port-buffer-count 70
qor: global_routing.first_global_vias 10671
qor: hold_path.hold_class reg -> reg
qor: setup_path.crit_type reg -> out
qor: die.die-area 52800 µm²
qor: place.dp_hpwl 20.4 mm
qor: timing.fin_tns_setup 0 ps
qor: synthesis.post_synthesis_adder_cell_area_fraction 0.00241
qor: global_routing.pin_count_of_the_biggest_net_entering_global_routing 48
qor: setup_path.worst-path-max-fanout 47
qor: power.net_switching_power_of_the_design 930 µW
qor: die.core_density_at_floorplan 0.405
qor: place.gp_congestion 0.749
qor: synthesis.synthMuxAreaShare 0.140
qor: timing.transition_time_at_the_pin_with_the_least_slew_margin 741 ps
qor: routing.detail_route.iter0.violations 536
qor: finish.drive_above_1_share 0.231
qor: setup_path.worst-endpoint-arrival 3650 ps
qor: power.power.share.switching 0.221
qor: cts.cts.hold.buffers_added 0
qor: synthesis.ys_types 31
qor: setup_path.required 9760 ps
qor: cts.tritoncts_num_sinks 552
qor: setup_path.crit_slowest_cell dfxtp_4
qor: global_routing.gr-usage-all-layers 0.184
qor: timing.slew_headroom 0.506
qor: cts.postCtsSetupBuffers 0
qor: die.die_width 230 µm
qor: routing.via_count 9544
qor: timing.report.final.setup_viol 0
qor: global_routing.gr-total-overflow 0
qor: power.sequential_power_share 0.506
qor: routing.remaining_drc_errors 0
qor: die.core 51300 µm²
qor: synthesis.syn-instance-count 944
qor: routing.finalWirelength 42.8 mm
qor: synthesis.netlist_logic_family_top multiplexers
qor: die.die_height 230 µm
qor: synthesis.synth-compound-area-share 0.0244
qor: run.timing.max_cap.violations 0
qor: routing.drt-wirelength-per-cell 24.1 µm
qor: power.p_leak 7.57 nW
qor: timing.clock-skew-final 33.9 ps
[power groups by stage]
stage	sequential [mW]	clock, mW	combinational [mW]
4_1_cts	2.13	1.67	0.454
6_report	2.13	1.64	0.441
5_1_grt	2.14	1.74	0.485
[synth_stat cells]
cell      instances  area (µm²)
dfxtp_1          40         801
or3b_2            1        8.76
clkbuf_1         21        78.8
nand3b_1          3        22.5
nor2b_1           8        50.1
buf_4            12        90.1
buf_6             1        11.3
nor4b_2           1        15.0
mux2i_1           2        20.0
nand2_1          35         131
and3_1            1        6.26
nand3_1           4        20.0
edfxtp_1        512       15400
buf_2            17        85.1
ha_1              4        50.1
nand4_1           1        6.26
and2_1           37         231
xor3_1            2        47.6
mux4_2          128        2880
nor3_1            4        20.0
or4b_1            1        10.0
a22oi_1          64         480
and2_0            1        6.26
xor2_1           12         105
xnor2_1           9        78.8
nand2b_1          2        12.5
a21boi_0          2        15.0
nor2_1           15        56.3
xnor3_1           2        45.0
a21oi_1           1        5.00
o22ai_1           1        6.26
[registers in the layout, indices dropped and copies added, names as in the netlist]
signal and flops:
u_sync_w2r.tmp 5, u_write_pointer_handler.wfull 1, u_sync_w2r.dout 5, u_read_pointer_handler.rempty 1, u_write_pointer_handler.wbin 4, u_fifo_memory.mem 512, u_sync_r2w.tmp 5, u_sync_r2w.dout 5
u_write_pointer_handler.wptr 5, u_read_pointer_handler.rptr 4, u_read_pointer_handler.rbin 5
[stage by stage]
step,setup WS (ps),cell area (µm²),utilization,power [mW],hold slack [ps]
after global placement,6300,22400,0.436,2.62,417
after CTS,6020,24200,0.471,4.25,76.5
after floorplan,6340,20800,-,2.46,412
final,6110,24200,0.471,4.21,99.1
after global routing,5860,24200,0.471,4.36,115
after detailed placement,6290,22400,0.436,2.62,419
[cells in the final DEF, fill, tap and decap left out, types with 9 or more instances in the layout]
cell type        instances
buf_4                   25
nor2_4                  13
clkdlybuf4s50_1         70
nand2_1                 35
xor2_1                  12
clkbuf_16               57
and2_1                  36
mux4_2                 128
xnor2_1                  9
dfxtp_1                 38
clkbuf_1                16
clkinv_1                13
edfxtp_1               512
a22oi_1                 64
[routing by layer]
metal,global-route usage,up-vias,share of wire
li1,-,4127,-
met1,0.242,4760,0.35
met2,0.267,582,0.48
met3,0.132,71,0.16
met4,0.0292,4,0.018
met5,0.00460,-,0.00042
[cells by family (layout without fill, tap and decap cells)]
family / Yosys count / in the layout
compound gates: 68 / 68
xor+xnor: 25 / 25
fa+ha+maj: 4 / 4
buf+inv: 51 / 199
flops: 552 / 552
mux: 130 / 130
other cells: 0 / 2
simple gates: 114 / 114
[path summary, 6_finish.rpt]
check                                       start                  endpoint
max in group clk1                           wpush  u_fifo_memory.mem[2][30]
hold reg to reg    u_read_pointer_handler.rptr[2]         u_sync_r2w.tmp[2]
min in group clk0               u_sync_w2r.tmp[0]        u_sync_w2r.dout[0]
hold / removal     u_read_pointer_handler.rptr[2]         u_sync_r2w.tmp[2]
setup / recovery   u_read_pointer_handler.rbin[1]                 rdata[31]
setup reg to reg    u_write_pointer_handler.wfull  u_fifo_memory.mem[2][30]
[cell type report]
type	count	area, µm²
Antenna cell	2	5.00
Multi-Input combinational cell	341	4470
Clock buffer	73	1490
Tap cell	680	851
Timing Repair Buffer	95	888
Sequential cell	552	16200
Clock inverter	31	284
Fill cell	4193	27100
[critical path: cells and delay by family, from the launching register on]
family                 cells  cell delay, ps
buffers and inverters      3            1790
flip-flops                 1             740
multiplexers               1             410
AND-OR/OR-AND              1             210
AND/OR/NAND/NOR            1             180
Power and IR drop assume default switching activity.
