### flow/run.sh
#!/bin/bash
# OpenROAD 26Q1-2900-gdf79404cd8, Yosys 0.63+post, stock flow scripts
make -C /OpenROAD-flow-scripts/flow DESIGN_CONFIG=/design/flow/config.mk WORK_HOME=/design/flow/orfs finish
### flow/config.mk
export PLATFORM = sky130hd
export DESIGN_NAME = dma
export DESIGN_NICKNAME = dma
export VERILOG_FILES = /design/flow/design.v
export SDC_FILE = /design/flow/constraint.sdc
export NUM_CORES = 4
export LEC_CHECK = 1
export CORE_UTILIZATION = 40
### flow/constraint.sdc
current_design dma

set clk_period 8.4
set clk_io_pct 0.2

create_clock -name clk0 -period $clk_period [get_ports {cpu_clk}]

set non_clock_inputs [all_inputs -no_clocks]
set_input_delay [expr $clk_period * $clk_io_pct] -clock clk0 $non_clock_inputs
set_output_delay [expr $clk_period * $clk_io_pct] -clock clk0 [all_outputs]
### flow/design.v
module dma #(
    parameter ADDR_WIDTH = 32,
    parameter READ_CHANNEL_WIDTH = 32,
    parameter READ_BURST_LEN = 8,
    parameter WRITE_CHANNEL_WIDTH = 32,
    parameter WRITE_BURST_LEN = 8
)(
    input wire cpu_clk,
    input wire cpu_rst_n,
    input wire dma_page_fault_happen,
    output reg dma_page_fault_done,
    input wire [ADDR_WIDTH-1:0] dma_page_fault_addr,
    input wire [READ_BURST_LEN-1:0] dma_page_fault_burst_len,
    output reg axi_master_read_start,
    input axi_master_rcv_read_start,
    input axi_master_read_done,
    output reg dma_rcv_read_done,
    output reg [ADDR_WIDTH-1:0] axi_master_target_read_addr,
    output reg [READ_BURST_LEN-1:0] axi_master_target_read_burst_len,
    output reg master2dma_afifo_rpull,
    input wire master2dma_afifo_rempty,
    input wire [READ_CHANNEL_WIDTH-1:0] master2dma_afifo_rdata,
    input wire dma_write_back_happen,
    output reg dma_write_back_done,
    input wire [ADDR_WIDTH-1:0] dma_write_back_addr,
    input wire [WRITE_BURST_LEN-1:0] dma_write_back_burst_len,
    output reg axi_master_write_start,
    input axi_master_rcv_write_start,
    input axi_master_write_done,
    output reg dma_rcv_write_done,
    output reg [ADDR_WIDTH-1:0] axi_master_target_write_addr,
    output reg [WRITE_BURST_LEN-1:0] axi_master_target_write_burst_len,
    output reg dma2master_afifo_wpush,
    output reg [WRITE_CHANNEL_WIDTH-1:0] dma2master_afifo_wdata,
    input wire dma2master_afifo_wfull
);
localparam r_idle = 0;
localparam r_raise_start = 1;
localparam r_process = 2;
localparam r_done = 3;
reg [3:0] r_state, n_r_state;
reg [ADDR_WIDTH-1:0] r_dma_page_fault_addr, n_r_dma_page_fault_addr;
reg [READ_BURST_LEN-1:0] r_dma_page_fault_burst_len, n_r_dma_page_fault_burst_len;
reg [READ_BURST_LEN-1:0] rcv_cnt, n_rcv_cnt;
always @(*) begin
    dma_page_fault_done = (r_state == r_done) && (n_r_state==r_idle);
    n_r_dma_page_fault_addr = r_dma_page_fault_addr;
    n_r_dma_page_fault_burst_len = r_dma_page_fault_burst_len;
    if(r_state==r_idle && dma_page_fault_happen && !axi_master_read_done)begin
        n_r_dma_page_fault_addr = dma_page_fault_addr;
        n_r_dma_page_fault_burst_len = dma_page_fault_burst_len;
    end
end
always @(*) begin
    axi_master_read_start = (r_state == r_raise_start);
    axi_master_target_read_addr = r_dma_page_fault_addr;
    axi_master_target_read_burst_len = r_dma_page_fault_burst_len;
    dma_rcv_read_done = (r_state==r_done);
end
always @(*) begin
    master2dma_afifo_rpull = 0;
    if(r_state==r_idle)begin
        n_rcv_cnt = 0;
    end else begin
        if(r_state == r_process || r_state == r_done)begin
            if(!master2dma_afifo_rempty)begin
                n_rcv_cnt = rcv_cnt + 1;
                master2dma_afifo_rpull = 1;
            end else begin
                n_rcv_cnt = rcv_cnt;
            end
        end else n_rcv_cnt = 0;
    end
end
always @(*) begin
    case (r_state)
        r_idle:begin
            if(dma_page_fault_happen && !axi_master_read_done)begin
                n_r_state = r_raise_start;
            end else begin
                n_r_state = r_idle;
            end
        end
        r_raise_start:begin
            if(axi_master_read_start && axi_master_rcv_read_start) n_r_state = r_process;
            else n_r_state = r_raise_start;
        end
        r_process:begin
            if(axi_master_read_done)begin
                n_r_state = r_done;
            end else begin
                n_r_state = r_process;
            end
        end
        r_done:begin
            if(!axi_master_read_done && rcv_cnt > r_dma_page_fault_burst_len) n_r_state = r_idle;
            else n_r_state = r_done;
        end
        default: begin
            n_r_state = r_state;
        end
    endcase
end
always @(posedge cpu_clk) begin
    if(!cpu_rst_n)begin
        r_dma_page_fault_addr <= 0;
        r_dma_page_fault_burst_len <= 0;
        r_state <= r_idle;
        rcv_cnt <= 0;
    end else begin
        r_dma_page_fault_addr <= n_r_dma_page_fault_addr;
        r_dma_page_fault_burst_len <= n_r_dma_page_fault_burst_len;
        r_state <= n_r_state;
        rcv_cnt <= n_rcv_cnt;
    end
end
localparam w_idle = 0;
localparam w_raise_start = 1;
localparam w_process = 2;
localparam w_done = 3;
reg [3:0] w_state, n_w_state;
reg [ADDR_WIDTH-1:0] r_dma_write_back_addr, n_r_dma_write_back_addr;
reg [WRITE_BURST_LEN-1:0] r_dma_write_back_burst_len, n_r_dma_write_back_burst_len;
reg [WRITE_BURST_LEN-1:0] snd_cnt, n_snd_cnt;
always @(*) begin
    n_r_dma_write_back_addr = r_dma_write_back_addr;
    n_r_dma_write_back_burst_len = r_dma_write_back_burst_len;
    if(w_state==w_idle && dma_write_back_happen && !axi_master_write_done)begin
        n_r_dma_write_back_addr = dma_write_back_addr;
        n_r_dma_write_back_burst_len = dma_write_back_burst_len;
    end
end
always @(*) begin
    dma_write_back_done = (w_state == w_done) && (n_w_state==w_idle);
    dma2master_afifo_wpush = 0;
    dma2master_afifo_wdata = 0;
    n_snd_cnt = snd_cnt;
    if(w_state==w_idle) n_snd_cnt = 0;
    else if(w_state==w_process)begin
        if(!dma2master_afifo_wfull && snd_cnt<=r_dma_write_back_burst_len)begin
           dma2master_afifo_wpush = 1;
           dma2master_afifo_wdata =  snd_cnt + r_dma_write_back_addr + 50;
           n_snd_cnt = snd_cnt + 1;
        end
    end
end
always @(*) begin
    axi_master_write_start = (w_state==w_raise_start);
    axi_master_target_write_addr = r_dma_write_back_addr;
    axi_master_target_write_burst_len = r_dma_write_back_burst_len;
    dma_rcv_write_done = (w_state==w_done);
end
always @(*) begin
    case(w_state)
    w_idle:begin
        if(dma_write_back_happen && !axi_master_write_done)begin
            n_w_state = w_raise_start;
        end else n_w_state = w_idle;
    end
    w_raise_start: begin
        if(axi_master_write_start && axi_master_rcv_write_start) n_w_state = w_process;
        else n_w_state = w_raise_start;
    end
    w_process:begin
        if(axi_master_write_done) n_w_state = w_done;
        else n_w_state = w_process;
    end
    w_done: begin
       if(!axi_master_write_done)n_w_state = w_idle;
       else n_w_state = w_done; 
    end
    default: n_w_state = w_state;
    endcase
end
always @(posedge cpu_clk) begin
    if(!cpu_rst_n)begin
        w_state <= w_idle;
        r_dma_write_back_addr <= 0;
        r_dma_write_back_burst_len <= 0;
        snd_cnt <= 0;
    end else begin
        w_state <= n_w_state;
        r_dma_write_back_addr <= n_r_dma_write_back_addr;
        r_dma_write_back_burst_len <= n_r_dma_write_back_burst_len;
        snd_cnt <= n_snd_cnt;
    end
end
endmodule
==> notes.md <==
The flow run is done. The endpoint identified for the worst register-to-register timing path is snd_cnt[3]. Per the placement report, the placed cell count is roughly 1000. In the hold timing report, the worst path depth is 2.

Derived from the worst setup path, the maximum achievable clock frequency is ~190 MHz. Switching power summed over all nets landed at 265 uW. Total leakage power landed at ~0.0029 uW. From bottom edge to top edge, the die measures between 100 and 150 um. Endpoint required time on the critical path landed at approximately 6.7 ns. Largest net degree at the start of global routing landed at between 60 and 70. The first routing iteration left between 300 and 400 violations. Peak supply drop landed at around 0.098 mV. The routed layout has between 5000 and 6000 vias.

The worst setup path is launched from an input port. Per the timing report, the most critical flop-to-flop path originates at r_dma_write_back_burst_len[7]. Overall die width landed at between 100 and 150 um. The count of cells in the finished layout, fillers not included, comes to between 1000 and 1500. Proportion of netlist area held by the largest area contributor landed at 0.397. In this run the tools logged warnings totalling 58. Quantity of hold-fixing buffers added after cts landed at 0.

Clock power share landed at 0.395. Number of port buffers landed at 209. The report lists the number of cells resized after CTS as 0. The final hold violation count recorded for this run is 0.

Starting density of the core landed at 0.412. Per the skew report, the later register of the worst-skew pair sees a clock latency of 0.35 ns. Number of setup buffers added after CTS landed at 0. On the worst setup and hold paths after CTS, the clock-pin slew comes to roughly 0.070 ns. Via count of the first global-routing pass landed at 4898. Number of distinct library cells after synthesis landed at approximately 50.

For this run the aggregate overflow at the end of global routing stands at 0. The share of the Yosys chip area taken by registers is 0.397. The flow ran to the end, and the final reports show no timing, DRC or antenna violations. After legalization and detailed placement, the total HPWL measured approximately 11000 um. Per the finish-stage timing summary, setup violations number 0.

Length of the first detailed-routing pass in iterations landed at 4. 242 I/O pins were placed. Across all register-to-register paths, the minimum setup slack is 6.24 ns. Maximum fanout encountered on the critical timing path landed at 30. STA reports the tightest min-delay check as being of type reg2reg.

Synthesized instance count landed at between 600 and 700. Initial antenna violation count landed at 0. For hold timing, the worst endpoint is r_dma_page_fault_addr[25]. Sequential share of power landed at 0.468. Area used by sequential logic in the layout landed at between 2000 and 2500 sq um. For the final routed database, the setup TNS stands at 0 ns. The layout report lists the multi-input gate area as approximately 2900 sq um. The worst pin sits at a relative slew slack of 0.416. In this run the most critical hold path is launched from r_dma_page_fault_addr[25].

Antenna repair during routing inserted a diode count of 0. Summed over all routing layers, the global router reports a total usage of 0.225. Per the final layout report, the fraction of cells sized above drive strength 1 comes to 0.0328.

Weighted congestion reported at the end of routability-driven placement landed at slightly below 0.9. Per the synthesis report, the dominant area consumer among library cells is dfxtp_1. Portion of total power attributed to combinational logic landed at 0.137. STA puts the critical path data arrival time at around 3.7 ns. Per the CTS log, the root buffer master is clkbuf_16. The switching portion of total power comes to 0.234. Wire length of the first global-routing pass landed at between 20000 and 25000 um. TritonCTS sink count landed at between 100 and 150.

The worst register-to-register path has a depth of 8. Growth of design area from synthesis to finish landed at 48.4%. Counting along the longest clock path gives a buffer depth of 2. In the setup report, the worst path falls into the class in2out. Cell internal power was estimated by the tool at between 800 and 900 uW. Slew at the pin with the worst max-slew slack landed at 0.875 ns. The script logs the ratio of routed vias to standard cells as just under 5.

Number of rows in the core area landed at around 41. Number of synthesized flops with an enable pin landed at 0. Combined area of all synthesized cells landed at roughly 5200 sq um. The main area contributors are dfxtp_1 40%, nand2_1 12%, a21oi_1 8.9%.

OpenSTA lists the critical path startpoint as dma2master_afifo_wfull. Max-cap violation count landed at 0. The worst path in the final design needs a cycle of between 5 and 6 ns, including I/O delays and setup. Post-route period utilization is reported as 0.640.

Count of H-tree levels built during CTS landed at 3. For reference, the post-synthesis area per instance comes to approximately 7.7 sq um. Post-synthesis cell count from yosys landed at 685. Proportion of register bits with asynchronous set or reset after synthesis landed at 0.

STA classifies the critical path endpoint as an output port. Among all flip-flop cells after synthesis, the most frequent one is dfxtp_1. Number of design rule violations left after detail routing landed at 0. Setup repair after global routing left no endpoint under its margin.

Chip area landed at roughly 14000 sq um. In the synthesis report, Yosys lists the chip area as about 5200 sq um. Per the summary, power density relative to cell area is approximately 150 nW/um^2. Final-report max-slew violation count landed at 0. TritonCTS built the clock tree.

Number of buffers inserted during clock tree synthesis landed at 9. The warning tally printed by Yosys for this design is 1. Final wirelength landed at around 15000 um. In this run the standard cell core region covers between 10000 and 15000 sq um.

In this run the remaining antenna-violating nets after routing total 0. Worst hold-check slack landed at between 0.4 and 0.5 ns. Number of synthesized register bits landed at approximately 100.

Average wire length per cell after detail routing landed at approximately 14 um. Worst-case clock skew landed at roughly 0.0064 ns. Count of filler cells inserted in the layout landed at around 1200.
[placed cells by master (no fill, tap or decap), types with 14 or more instances in the layout]
master           instances
clkdlybuf4s50_1        209
xor2_1                  21
xnor2_1                 14
nand2_1                174
nor2_1                  49
inv_1                   40
a21oi_1                 93
ha_1                    34
nand4_1                 15
dfxtp_1                104
[metrics by stage]
stage	setup WS, ns	utilization	total power (uW)	cell area (sq um)
final	3.02	0.612	1130	7790
after floorplan	4.22	-	598	5250
after detailed placement	3.03	0.587	696	7470
after global placement	3.05	0.587	694	7470
after CTS	3.02	0.612	1150	7790
after global routing	2.89	0.612	1190	7790
[flip-flops by register name, indices dropped and copies added (netlist names)]
register	cells
r_state	4
r_dma_page_fault_addr	32
w_state	4
rcv_cnt	8
snd_cnt	8
r_dma_page_fault_burst_len	8
r_dma_write_back_burst_len	8
r_dma_write_back_addr	32
[worst max-delay path, stage by stage]
cell and delay, ns:
clkdlybuf4s50_1 0.50, nand2b_1 0.20, nor3_2 0.24, nand2b_1 0.09, buf_4 0.23, nor3_1 0.22
clkdlybuf4s50_1 0.51
[area by class of cell]
| cell class | count | area share |
|---|---|---|
| inverter | 41 | 0.0198 |
| clock inverter | 5 | 0.0104 |
| sequential | 104 | 0.267 |
| timing repair buffer | 215 | 0.274 |
| clock buffer | 11 | 0.0299 |
| tap | 172 | 0.0276 |
| multi-input combinational | 508 | 0.370 |
[logic make-up after synthesis]
kind of cell	count (synthesis)	synth area share
and+or+nand+nor	296	0.247
muxes	1	0.00191
buffers and inverters	73	0.0541
adders and majority gates	35	0.0849
DFF	104	0.397
xor gates and xnor gates	35	0.0584
AOI/OAI and AO/OA	141	0.157
[metal layers]
layer  GRT usage  up-vias  wire [um]
met2       0.355      160       6310
met4      0.0321        0        259
met5           0        -          0
met3      0.0724       17       1370
li1            -     2689          -
met1       0.316     2340       6650
[Yosys cell counts (3+ instances only)]
master,count
a21o_1,6
and2_1,5
nor2b_1,3
clkbuf_1,27
nand4_1,15
ha_1,34
dfxtp_1,104
inv_1,40
or3_1,3
o21a_1,5
nand2_1,174
and3_1,8
nor2_1,50
nand3_1,11
xor2_1,21
nand2b_1,5
o21ai_0,7
nor4b_1,4
nor4_1,3
nor3_1,7
xnor2_1,14
a21oi_1,93
o211ai_1,10
[worst max path at each step]
stage                                       end
after CTS             dma2master_afifo_wdata[0]
after global routing  dma2master_afifo_wdata[1]
final                 dma2master_afifo_wdata[9]
[power groups by stage]
stage / Clock (uW) / Sequential, uW / Combinational [uW]
5_1_grt: 484 / 533 / 173
4_1_cts: 462 / 530 / 157
6_report: 447 / 530 / 155
Power is estimated from default activity; no workload was simulated.
