$ cat flow/design.v
module axi_master #(
    parameter ADDR_WIDTH = 32,
    parameter READ_CHANNEL_WIDTH = 32,  
    parameter READ_BURST_LEN = 8,
    parameter WRITE_CHANNEL_WIDTH = 32,  
    parameter WRITE_BURST_LEN = 8
)(
    input wire clk,
    input wire rst_n,
    input wire start_read,
    output axi_master_rcv_read_start,
    input wire [ADDR_WIDTH-1:0] target_read_addr,
    input wire [READ_BURST_LEN-1:0] target_read_burst_len,
    output wire done_read,
    input wire dma_rcv_read_done,
    input wire ARREADY,
    output wire [ADDR_WIDTH-1:0] ARADDR,
    output wire ARVALID,
    output wire [READ_BURST_LEN-1:0] ARLEN,
    output wire [2:0] ARSIZE,
    output wire [1:0] ARBURST,
    input wire RVALID,
    input wire [READ_CHANNEL_WIDTH-1:0] RDATA,
    input wire RLAST,
    input wire [1:0] RRESP,
    output wire RREADY,
    output wire master2dma_afifo_wpush,
    output wire [READ_CHANNEL_WIDTH-1:0] master2dma_afifo_wdata,
    input wire master2dma_afifo_wfull,
    input wire start_write,
    output axi_master_rcv_write_start,
    input wire [ADDR_WIDTH-1:0] target_write_addr,
    input wire [WRITE_BURST_LEN-1:0] target_write_burst_len,
    output wire done_write,
    input wire dma_rcv_write_done,
    input wire AWREADY,
    output wire [ADDR_WIDTH-1:0] AWADDR,
    output wire AWVALID,
    output wire [WRITE_BURST_LEN-1:0] AWLEN,
    output wire [2:0] AWSIZE,
    output wire [1:0] AWBURST,
    input wire WREADY,
    output wire WVALID,
    output wire [WRITE_CHANNEL_WIDTH-1:0] WDATA,
    output wire WLAST,
    input wire [WRITE_CHANNEL_WIDTH-1:0] dma2master_afifo_rdata,
    output wire dma2master_afifo_rpull,
    input wire dma2master_afifo_rempty,
    output wire BREADY,
    input wire BRESP,
    input wire BVALID
);
axi_master_read_channel #(
    .ADDR_WIDTH(ADDR_WIDTH),
    .READ_CHANNEL_WIDTH(READ_CHANNEL_WIDTH),
    .READ_BURST_LEN(READ_BURST_LEN)
) u_axi_master_read_channel (
    .clk(clk),
    .rst_n(rst_n),
    .start(start_read),
    .axi_master_rcv_read_start(axi_master_rcv_read_start),
    .target_read_addr(target_read_addr),
    .target_read_burst_len(target_read_burst_len),
    .done(done_read),
    .dma_rcv_read_done(dma_rcv_read_done),
    .ARREADY(ARREADY),
    .ARADDR(ARADDR),
    .ARVALID(ARVALID),
    .ARLEN(ARLEN),
    .ARSIZE(ARSIZE),
    .ARBURST(ARBURST),
    .RVALID(RVALID),
    .RDATA(RDATA),
    .RLAST(RLAST),
    .RRESP(RRESP),
    .RREADY(RREADY),
    .master2dma_afifo_wpush(master2dma_afifo_wpush),
    .master2dma_afifo_wdata(master2dma_afifo_wdata),
    .master2dma_afifo_wfull(master2dma_afifo_wfull)
);
axi_master_write_channel #(
    .ADDR_WIDTH(ADDR_WIDTH),
    .WRITE_CHANNEL_WIDTH(WRITE_CHANNEL_WIDTH),
    .WRITE_BURST_LEN(WRITE_BURST_LEN)
) u_axi_master_write_channel (
    .clk(clk),
    .rst_n(rst_n),
    .start(start_write),
    .axi_master_rcv_write_start(axi_master_rcv_write_start),
    .target_write_addr(target_write_addr),
    .target_write_burst_len(target_write_burst_len),
    .done(done_write),
    .dma_rcv_write_done(dma_rcv_write_done),
    .AWREADY(AWREADY),
    .AWADDR(AWADDR),
    .AWVALID(AWVALID),
    .AWLEN(AWLEN),
    .AWSIZE(AWSIZE),
    .AWBURST(AWBURST),
    .WREADY(WREADY),
    .WVALID(WVALID),
    .WDATA(WDATA),
    .WLAST(WLAST),
    .dma2master_afifo_rdata(dma2master_afifo_rdata),
    .dma2master_afifo_rpull(dma2master_afifo_rpull),
    .dma2master_afifo_rempty(dma2master_afifo_rempty),
    .BREADY(BREADY),
    .BRESP(BRESP),
    .BVALID(BVALID)
);
endmodule
module axi_master_read_channel #(
    parameter ADDR_WIDTH = 32,
    parameter READ_CHANNEL_WIDTH = 32,  
    parameter READ_BURST_LEN = 8
)(
    input wire clk,
    input wire rst_n,
    input wire start,
    output reg axi_master_rcv_read_start,
    input wire [ADDR_WIDTH-1:0] target_read_addr,
    input wire [READ_BURST_LEN-1:0] target_read_burst_len,
    output wire done,
    input wire dma_rcv_read_done,
    input wire ARREADY,
    output reg [ADDR_WIDTH-1:0] ARADDR,
    output reg ARVALID,
    output reg [READ_BURST_LEN-1:0] ARLEN,
    output reg [2:0] ARSIZE,
    output reg [1:0] ARBURST,
    input wire RVALID,
    input wire [READ_CHANNEL_WIDTH-1:0] RDATA,
    input wire RLAST,
    input wire [1:0] RRESP,
    output reg RREADY,
    output reg master2dma_afifo_wpush,
    output reg [READ_CHANNEL_WIDTH-1:0] master2dma_afifo_wdata,
    input wire master2dma_afifo_wfull
);
localparam idle = 0;
localparam addr_handshaking = 1;
localparam data_handshaking = 2;
localparam raise_done = 3; 
reg [1:0] state, n_state;
reg [ADDR_WIDTH-1:0] rem_target_read_addr, n_rem_target_read_addr;
reg [READ_BURST_LEN-1:0] rem_burst_len, n_rem_burst_len;
wire lfsr_out;
wire beat_raddr, beat_rdata;
assign beat_raddr = (ARVALID && ARREADY);
assign beat_rdata = (RVALID && RREADY);
assign done = (state==raise_done);
always@(*)begin
    ARADDR = rem_target_read_addr;
    ARVALID = 1'b0;
    if(state == addr_handshaking)begin
        ARVALID = 1'b1;
    end
    ARLEN = rem_burst_len;  
    ARSIZE = 3'b010;  
    ARBURST = 2'b01;  
end
always@(*)begin 
    RREADY = 1'b0;
    master2dma_afifo_wpush = 1'b0;
    master2dma_afifo_wdata = 0;
    if(state == data_handshaking)begin
        if(!master2dma_afifo_wfull)begin
            RREADY = 1'b1;
            if(RVALID)begin
                master2dma_afifo_wpush = 1;
                master2dma_afifo_wdata = RDATA;
            end
        end
    end
end
always @(*) begin
    axi_master_rcv_read_start = 0;
    if(state==addr_handshaking || state==data_handshaking)begin
        axi_master_rcv_read_start = 1;
    end
end
always@(*)begin
    n_rem_target_read_addr = rem_target_read_addr;
    n_rem_burst_len = rem_burst_len;
    if(state == idle && start) begin
        n_rem_target_read_addr = target_read_addr;
        n_rem_burst_len = target_read_burst_len;
    end
end
always@(*)begin
    case(state)
    idle: begin
        if(!start || done) n_state = idle;
        else n_state = addr_handshaking;
    end
    addr_handshaking: begin
        if(ARVALID && ARREADY) n_state = data_handshaking;
        else n_state = addr_handshaking;
    end
    data_handshaking: begin
        if(RVALID && RREADY && RLAST) n_state = raise_done;
        else n_state = data_handshaking;
    end
    raise_done: begin
        if(dma_rcv_read_done) n_state = idle;
        else n_state = raise_done;
    end
    default: n_state = state;
    endcase
end
always @(posedge clk) begin
    if (!rst_n) begin
        state <= idle;
        rem_target_read_addr <= 0;
        rem_burst_len <= 0;
    end else begin
        state <= n_state;
        rem_target_read_addr <= n_rem_target_read_addr;
        rem_burst_len <= n_rem_burst_len;
    end
end
endmodule
module axi_master_write_channel #(
    parameter ADDR_WIDTH = 32,
    parameter WRITE_CHANNEL_WIDTH = 32,  
    parameter WRITE_BURST_LEN = 8
)(
    input wire clk,
    input wire rst_n,
    input wire start,
    output reg axi_master_rcv_write_start,
    input wire [ADDR_WIDTH-1:0] target_write_addr,
    input wire [WRITE_BURST_LEN-1:0] target_write_burst_len,
    input wire [WRITE_CHANNEL_WIDTH-1:0] dma2master_afifo_rdata,
    output wire dma2master_afifo_rpull,
    input wire dma2master_afifo_rempty,
    output wire done,
    input wire dma_rcv_write_done,
    input wire AWREADY,
    output reg [ADDR_WIDTH-1:0] AWADDR,
    output reg AWVALID,
    output reg [WRITE_BURST_LEN-1:0] AWLEN,
    output reg [2:0] AWSIZE,
    output reg [1:0] AWBURST,
    input wire WREADY,
    output reg WVALID,
    output reg [WRITE_CHANNEL_WIDTH-1:0] WDATA,
    output reg WLAST,
    output reg BREADY,
    input wire BRESP,
    input wire BVALID
);
localparam idle = 0;
localparam addr_handshaking = 1;
localparam data_handshaking = 2;
localparam resp = 3;
localparam raise_done = 4;
reg [2:0] state, n_state;
reg [ADDR_WIDTH-1:0] rem_target_write_addr, n_rem_target_write_addr;
reg [WRITE_BURST_LEN-1:0] rem_target_burst_len, n_rem_target_burst_len;
reg [WRITE_BURST_LEN-1:0] snd_cnt, n_snd_cnt;
wire beat_waddr, beat_wdata, beat_resp;
assign beat_waddr = AWVALID && AWREADY;
assign beat_wdata = WVALID && WREADY;
assign dma2master_afifo_rpull = beat_wdata;
assign beat_resp = BREADY && BVALID;
assign done = (state==raise_done);
always@(*)begin
    AWADDR = rem_target_write_addr;
    AWVALID = 1'b0;
    if(state==addr_handshaking)begin
        AWVALID = 1;
    end
    AWLEN = rem_target_burst_len;
    AWSIZE = 0;
    AWBURST = 0;
end
always@(*)begin
    n_rem_target_write_addr = rem_target_write_addr;
    n_rem_target_burst_len = rem_target_burst_len;
    if(state == idle && start) begin
        n_rem_target_write_addr = target_write_addr;
        n_rem_target_burst_len = target_write_burst_len;
    end
end
always @(*) begin
    axi_master_rcv_write_start = 0;
    if(state==addr_handshaking || state==data_handshaking)begin
        axi_master_rcv_write_start = 1;
    end
end
always@(*)begin
    n_snd_cnt = snd_cnt;
    if(state==idle)begin
        n_snd_cnt = 0;
    end else if(state==data_handshaking)begin
        if(WVALID && WREADY) begin
            n_snd_cnt = snd_cnt + 1;
        end
    end
    WLAST = 0;
    if(state==data_handshaking)begin
        if(snd_cnt>=rem_target_burst_len)begin
            WLAST = 1;
        end
    end
    WVALID = 0;
    WDATA = 0;
    if(state==data_handshaking)begin
        if(!dma2master_afifo_rempty)begin
            WVALID = 1;
            WDATA = dma2master_afifo_rdata;
        end
    end
end
always@(*)begin
    BREADY = (state==resp);
end
always@(*)begin
    case(state)
    idle:begin
        if(!start || done) n_state = idle;
        else n_state = addr_handshaking;
    end
    addr_handshaking:begin
        if(AWVALID && AWREADY) n_state = data_handshaking;
        else n_state = addr_handshaking;
    end
    data_handshaking:begin
        if(WVALID && WREADY && WLAST) n_state = resp;
        else n_state = data_handshaking;
    end
    resp:begin
        if(BRESP && BVALID && BREADY) n_state = raise_done;
        else n_state = resp;
    end
    raise_done:begin
        if(dma_rcv_write_done) n_state = idle;
        else n_state = raise_done;
    end
    default: n_state = state;
    endcase
end
always@(posedge clk)begin
    if(!rst_n)begin
        state <= idle;
        rem_target_write_addr <= 0;
        rem_target_burst_len <= 0;
        snd_cnt <= 0;
    end else begin
        state <= n_state;
        rem_target_write_addr <= n_rem_target_write_addr;
        rem_target_burst_len <= n_rem_target_burst_len;
        snd_cnt <= n_snd_cnt;
    end
end
endmodule
$ cat flow/run.sh
#!/bin/bash
# OpenROAD 26Q1-2900-gdf79404cd8, Yosys 0.63+post, stock flow scripts
make -C /OpenROAD-flow-scripts/flow DESIGN_CONFIG=/design/flow/config.mk WORK_HOME=/design/flow/orfs finish
$ cat flow/config.mk
export PLATFORM = sky130hd
export DESIGN_NAME = axi_master
export DESIGN_NICKNAME = axi_master
export VERILOG_FILES = /design/flow/design.v
export SDC_FILE = /design/flow/constraint.sdc
export NUM_CORES = 4
export LEC_CHECK = 1
export CORE_AREA = 10 10 205 205
export DIE_AREA = 0 0 215 215
$ cat flow/constraint.sdc
current_design axi_master

set clk_period 2.7
set clk_io_pct 0.2

create_clock -name clk0 -period $clk_period [get_ports {clk}]

set non_clock_inputs [all_inputs -no_clocks]
set_input_delay [expr $clk_period * $clk_io_pct] -clock clk0 $non_clock_inputs
set_output_delay [expr $clk_period * $clk_io_pct] -clock clk0 [all_outputs]
==> flow_metrics.tcl <==
# flow metrics
set metrics [dict create \
    initial_utilization_pct 11.6 \
    grt_pass1_vias 4536 \
    insertion_delay_ns 0.36 \
    ff_type "dfxtp_1" \
    critical_path_class "input port to output pin" \
    yosys_cells 544 \
    syn_avg_cell_area_um2 8.05 \
    setup-tns-final_ns 0 \
    path_clk_slew_ns 0.07 \
    drive_above_1_share_pct 6.47 \
    clockBufferDepth 2 \
    most-common-layout-cells "312 x clkdlybuf4s50_1, 171 x nand2_1, 90 x dfxtp_1" \
    yosys_area_um2 4380 \
    status "finished clean" \
    critPathMaxFanout 34 \
    warnings 28 \
    areaGrowthSynthToFinish_pct 93.9 \
    grt_overflow 0 \
    vias_per_cell 3.35 \
    dieWidth_um 215 \
    tightest_slew_ns 0.538 \
    cts.sinks 97 \
    maxCapViolations 0 \
    placed_cells 1343 \
    portBuffers 314 \
    diodes 0 \
    dieArea_um2 46200 \
    design_area_um2 8490 \
    final_core_util_pct 22.6 \
    final_common_cell "clkdlybuf4s50_1" \
    cp.required_ns 2.16 \
    die_h_um 215 \
    fmaxAchievable_mhz 395 \
    ios 327 \
    holdBufCountCts 0 \
    finalCriticalPeriod_ns 2.53 \
    layout.cells.non_filler 1361 \
    cts_buffers 9 \
    slew_violations 0 \
    crit_path_start_kind "input port" \
    routedWlPerCell_um 13.8 \
    power_density_nw_per_um2 415 \
    vias 4566 \
    skew_ns 0.0100 \
    core_um2 37600 \
    place.gp.congestion 0.777 \
    grt_max_degree 51 \
    synth_warnings 2 \
    initialDrtViolationCount 123 \
    edf_count 0 \
    ys_seq_share_pct 44.4 \
    end_kind "output pin" \
    hold_path.class "flop to flop" \
    mappedNetlistArea_um2 4380 \
    yosys.cell_types.count 34 \
    ys_ff 97 \
    r2r_setup_slack_ns 1.02 \
    setup_viol 0 \
    grt_usage_pct 7.85 \
    leakage_nw 3.19 \
    synthCells 544 \
    htreeDepth 3 \
    postRouteAntennaNets 0 \
    cts_tree "yes" \
    rows 71 \
    routed_wl_um 18800 \
    rsz0062_at_grt "false" \
    remaining_drc_errors 0 \
    antenna_found_initial 1 \
    synthArstFlopShare_pct 0 \
    cp.arrival_ns 1.99 \
    slew_headroom_pct 64.0 \
    place_area_um2 8130 \
    firstDrtPassIters 4 \
    final_hold_viol_count 0 \
    cts_root_buf "clkbuf_16" \
    hpwl_um 14700 \
    max-vdd-ir-drop_uv 320 \
    fin_crit_sh_pct 93.7 \
    n_fill_cell 4061 \
    grt_pass1_wl_um 28400 \
]
## synthesized netlist by cell type (4+ instances only)
cell      instances  area share, %
a21boi_1         81             14
and2_1           37            5.3
and3_1           34            4.9
buf_1             7           0.60
buf_2             4           0.46
buf_4            10            1.7
clkbuf_1         27            2.3
dfxtp_1          97             44
ha_1              9            2.6
inv_1            11           0.94
nand2_1         173             15
nand2b_1          4           0.57
nand4_1           4           0.57
nor2_1            9           0.77
nor2b_1           7            1.0
o22ai_1           4           0.57
xor2_1            6            1.2
## worst max-delay path, cell delays in order
cell	delay, ns
clkdlybuf4s50_1	0.39
nor2b_1	0.19
buf_12	0.20
and3_1	0.19
clkdlybuf4s50_1	0.47
## sequential cells by signal (all words and copies together) (netlist names)
signal,cells
u_axi_master_read_channel.rem_burst_len,8
u_axi_master_read_channel.rem_target_read_addr,32
u_axi_master_read_channel.state,4
u_axi_master_write_channel.rem_target_burst_len,8
u_axi_master_write_channel.rem_target_write_addr,32
u_axi_master_write_channel.snd_cnt,8
u_axi_master_write_channel.state,5
## final cells by class
cell class | instances | area, um^2 | area share, %
clock buffers | 11 | 253 | 2.98
clock inverters | 5 | 43.8 | 0.516
well taps | 511 | 639 | 7.53
inverters | 11 | 41.3 | 0.486
repair buffers | 331 | 3320 | 39.2
flip-flops and latches | 97 | 1950 | 23.0
multi-input cells | 395 | 2240 | 26.4
## timing repair
item                       CTS  global route
pin swaps                    6             3
gates resized               14             3
setup endpoints to repair    1             1
buffers inserted             2             0
## cells by family after synthesis
logic type,share of synthesized area (%)
AND/OR/NAND/NOR,28.9
buffers and inverters,6.29
AND-OR/OR-AND,16.1
multiplexers,0.229
adder cells (fa/ha/maj),2.57
XOR/XNOR,1.40
other,0.172
flip-flops,44.4
## path summary, 6_finish.rpt
check                    startpoint                                   to  depth (start not counted)
max          master2dma_afifo_wfull           master2dma_afifo_wdata[11]                          5
min                            flop                                 flop                          2
max reg2reg                    flop  u_axi_master_write_channel.state[2]                          8
min reg2reg                    flop                                 flop                          2
## per-stage QoR
stage	hold slack (ns)	power, W	setup WS, ns
after floorplan	0.421	0.00176	0.793
after global placement	0.440	0.00225	0.0877
after detailed placement	0.444	0.00225	0.107
after CTS	0.455	0.00363	-0.00250
after global routing	0.470	0.00373	0.000483
final	0.453	0.00352	0.170
## metal layers
metal | vias to the layer above | GRT usage [%] | routed length [um]
li1 | 2342 | - | -
met1 | 2071 | 9.63 | 7970
met2 | 136 | 13.3 | 9170
met3 | 15 | 3.05 | 1450
met4 | 2 | 0.657 | 188
met5 | - | 0 | 20
## power by group
group	switching (W)	internal [W]
combinational	0.000219	0.000449
sequential	0.0000389	0.00150
clock	0.000622	0.000692
Power and IR drop assume default switching activity.
