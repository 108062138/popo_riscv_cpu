===== flow/config.mk =====
export PLATFORM = sky130hd
export DESIGN_NAME = memory_interface_single_port
export DESIGN_NICKNAME = memory_interface_single_port
export VERILOG_FILES = /design/flow/design.v
export SDC_FILE = /design/flow/constraint.sdc
export NUM_CORES = 4
export LEC_CHECK = 1
export CORE_UTILIZATION = 40
export SYNTH_HDL_FRONTEND = slang

===== flow/constraint.sdc =====
current_design memory_interface_single_port

set clk_period 89.0
set clk_io_pct 0.2

create_clock -name clk0 -period $clk_period [get_ports {clk}]

set non_clock_inputs [all_inputs -no_clocks]
set_input_delay [expr $clk_period * $clk_io_pct] -clock clk0 $non_clock_inputs
set_output_delay [expr $clk_period * $clk_io_pct] -clock clk0 [all_outputs]

===== flow/run.sh =====
#!/bin/bash
# OpenROAD 26Q1-2900-gdf79404cd8, Yosys 0.63+post, stock flow scripts
make -C /OpenROAD-flow-scripts/flow DESIGN_CONFIG=/design/flow/config.mk WORK_HOME=/design/flow/orfs finish

===== flow/design.v =====
module memory_interface_single_port #(
    parameter INIT_BY = 1,
    parameter CONTENT_WIDTH = 32,
    parameter CONTENT_ADDR_WIDTH = 32
)(
    input wire clk,
    input wire rst_n,
    input wire we,
    input wire request,
    input wire [CONTENT_ADDR_WIDTH-1:0] addr,
    input wire [CONTENT_WIDTH-1:0] data_i,
    output reg valid,
    output wire [CONTENT_WIDTH-1:0] data_o
);
reg [2-1:0] cd;
always@(posedge clk)begin
    if(!rst_n) cd <= 0;
    else cd <= cd + 1;
end
always@(posedge clk)begin
    if(!rst_n) valid <= 0;
    else if(request) valid <= 1;
    else valid <= 0;
end
memory_wrapper_single_port  #(
    .INIT_BY(INIT_BY),
    .DATA_WIDTH(CONTENT_WIDTH),
    .ADDR_WIDTH(CONTENT_ADDR_WIDTH),
    .NUM_WORDS(128 )
) u_mem_single_port (
    .clk(clk),
    .rst_n(rst_n),
    .we(we),
    .request(request),
    .addr(addr),
    .data_i(data_i),
    .data_o(data_o)
);
endmodule
module memory_wrapper_single_port #(
    parameter INIT_BY = 0,
    parameter DATA_WIDTH = 32,
    parameter ADDR_WIDTH = 32,
    parameter NUM_WORDS = 128
)(
    input wire clk,
    input wire rst_n,
    input wire we,
    input wire request,
    input wire [ADDR_WIDTH-1:0] addr,
    input wire [DATA_WIDTH-1:0] data_i,
    output reg [DATA_WIDTH-1:0] data_o
);
reg [32-1:0] mem [0:NUM_WORDS-1];
integer i;
initial begin
    if(INIT_BY==1)      $readmemh("/home/popo/Desktop/popo_train_cpu/popo_cpu/tb/inst.mem", mem);
    else if(INIT_BY==2) $readmemh("/home/popo/Desktop/popo_train_cpu/popo_cpu/tb/data.mem", mem);
end
always@(posedge clk)begin
    if(!rst_n)begin
        data_o <= 0; 
    end else begin
        if(request)begin
            if(we)begin  
                data_o <= 0; 
            end else begin  
                data_o <= mem[addr];
            end
        end else begin
            data_o <= 0; 
        end
    end
end
always@(posedge clk)begin
    if(request && we)begin
        mem[addr] <= data_i;
    end
end
wire [32-1:0] word_0, word_1, word_2, word_3, word_4;
assign word_0 = mem[0];
assign word_1 = mem[1];
assign word_2 = mem[2];
assign word_3 = mem[3];
assign word_4 = mem[4];
endmodule

==> ci_impl_report.md <==
### Yosys + OpenROAD results

| Metric | Value |
|---|---|
| Status | finished, final reports clean |
| Xor/xnor share | 0% |
| Latency at later pin | 1.02 ns |
| Async set-reset flop share out of synthesis | 0% |
| Root buffer cell | clkbuf_16 |
| Reg2Reg Depth | 7 |
| Compound Share, Synth | a little over an eighth |
| I/O pins | about 100 |
| Max-slew headroom | just under 30% |
| CP startpoint kind | input port |
| GR Overflow Total | 0 |
| Drt first pass iters | 9 |
| Floorplan utilization | 40.3% |
| Crit path time final | 24.16 ns |
| Dominant combinational family | AND-OR/OR-AND gates |
| Worst slew pin tran | between 1 and 1.5 ns |
| Remaining DRCs | 0 |
| CP max stage delay | just under 0.8 ns |
| Die H | 626 microns |
| Synth warn | 0 |
| # Cells Yosys | 9146 |
| Syn Area/Cell | 17.0 sq um |
| Critical path arrival | 24.92 ns |
| CTS tree | built |
| Post-cts resize count | 0 |
| WS Path Type | input port to flop |
| Commonest cells post-synth | edfxtp_1, a22oi_1, nand2_1, o22ai_1, clkbuf_1 |
| Crit path from | addr[1] |
| Clock skew | just over 0.07 ns |
| Main synth FF type | edfxtp_1 |
| Via density | between 6 and 7 |
| Area after DPL | 164000 sq um |
| Log Warnings | 51 |
| Adder share | 0% |
| Cell leakage power | 54.9 nW |
| Die area | 392000 sq um |
| Row cnt | 228 |
| Max Clk Rate | 41.4 MHz |
| Bufs and invs on worst path | 8 |
| Crit-path max FO | between 60 and 70 |
| Gate power share | roughly 5.5% |
| Internal | around 3.1 mW |
| GPL Wtd Cong | 0.945 |
| Cell Area, Synth | 156000 sq um |
| Final Max-Slew Violation Tally | 0 |
| CP most frequent cell | buf_4 |
| Layout area overhead | 13.6% |
| WHS Path Cells | 3 |
| Hold Crit Start | u_mem_single_port.mem[89][14]$_DFFE_PP_ |
| CTS sink count | 4129 |
| Clock group share of total power | 40.7% |
| Die width | 626 microns |
| DP HPWL | 283000 microns |
| CTS buffer count | 410 |
| Antenna-violating nets left | 0 |
| DP Cell Count | between 10000 and 15000 |
| EDFF count, synth | 4096 |
| Setup TNS | 0 ns |
| Crit path max-delay family | buffers and inverters |
| Worst Hold Class | flop to flop |
| Worst Path Required | 89.76 ns |
| Vias in the first global route | 97416 |
| Core Box Area | 387000 sq um |
| H-tree levels | 5 |
| FF-to-FF Start | u_mem_single_port.mem[123][5]$_DFFE_PP_ |
| Initial antenna violation count | 45 |
| Synth Register Bits | 4129 |
| Gate Count Post-Synth | 9146 |
| Global-route wire length before repair | a little over 700000 microns |
| Fin crit share | between 20% and 30% |
| Top cells by area | edfxtp_1, a22oi_1, a221oi_1 |
| Fin area | between 150000 and 200000 sq um |
| Max_cap viols | 0 |
| Critical Path End Type | flop |
| Reg2reg end | u_mem_single_port.data_o[5]$_SDFF_PP0_ |
| Area share, top type | slightly below 80% |
| Register-to-register setup slack | 85.38 ns |
| Peak supply drop | 0.0160 mV |
| Crit-path cells | buf_8 -> buf_4 -> buf_4 -> buf_4 -> buf_4 -> buf_4 -> and3_4 -> buf_12 -> a221oi_1 -> a21oi_1 -> a2111o_1 -> a2111oi_2 -> buf_4 -> o22ai_1 |
| Setup-failing EPs final | 0 |
| WL final | 503000 microns |
| Power Dens Cells | between 20 and 25 nW/um^2 |
| Finished Layout Cells | 14880 |
| Largest net degree at the start of global routing | 100 |
| WL per Instance | 33.8 microns |
| Yosys cell types | 72 |
| Synth Area in Simple Gates | 3.39% |
| Sw Ratio | 22.3% |
| Switch Pwr | 889 uW |
| Post-synth seq share | 79.4% |
| RSZ-0062 raised after global routing | false |
| CTS Hold Bufs | 0 |
| Worst-path clk slew | about 0.06 ns |
| Mux area share | 2.09% |
| Post-CTS Setup Bufs | 0 |
| Hold Crit Endpoint | u_mem_single_port.data_o[14]$_SDFF_PP0_ |
| Synthesized chip area reported by yosys | 156000 sq um |
| Seq pwr share | 53.9% |
| Initial drt markers | 7490 |
| Final hold violation count | 0 |
| Critical-path top delay cell | o22ai_1 |
| Total number of vias | between 90000 and 100k |
| Longest Clk Path Bufs | 4 |
| Synth area leader | edfxtp_1 |
| Most common cell in the synthesized netlist | edfxtp_1 |
| Share of cells above drive strength 1 | 13.0% |
| GRT Total Usage | 28.0% |
| PortBufs | 75 |
flip-flops by register name (all words and copies together) (netlist names):
name and flops:
valid 1, u_mem_single_port.mem 4096, u_mem_single_port.data_o 32
layout make-up:
| cell class | count | area (sq um) |
|---|---|---|
| multi-input cells | 4291 | 30100 |
| fillers | 31524 | 210000 |
| clock inverters | 229 | 1750 |
| inverters | 12 | 55.1 |
| repair buffers | 504 | 4080 |
| clock buffers | 515 | 10700 |
| flip-flops and latches | 4129 | 124000 |
| well taps | 5175 | 6470 |
| diodes | 25 | 62.6 |
stage by stage:
| step | util, % | worst slack [ns] | power (mW) | hold WS, ns |
|---|---|---|---|---|
| 2_1_floorplan | - | 67.22 | 2.28 | 0.643 |
| 6_report | 45.8 | 64.84 | 3.98 | 0.948 |
| 4_1_cts | 45.8 | 65.17 | 3.99 | 0.955 |
| 3_3_place_gp | 42.5 | 64.24 | 2.39 | 0.915 |
| 5_1_grt | 45.8 | 64.76 | 4.08 | 1.01 |
| 3_5_place_dp | 42.5 | 64.13 | 2.40 | 0.939 |
cell usage in the layout, fill, tap and decap left out, types with 83 or more instances in the layout:
cell          n
a21oi_1     346
a221oi_1    335
a222oi_1    230
a22oi_1     816
buf_4       447
clkbuf_1    102
clkbuf_16   413
clkinv_1     97
clkinv_2     83
edfxtp_1   4096
mux2i_1     269
nand2_1     575
nor2_1      138
nor2_4      130
o21ai_0     233
o22ai_1     389
power groups by stage:
stage	Combinational (mW)	Clock, mW	Sequential, mW
5_1_grt	0.229	1.71	2.14
4_1_cts	0.213	1.64	2.14
6_report	0.218	1.62	2.14
how the worst max path moves through the flow:
stage         cells past startpoint                                       to  slack, ns
global route                     14  u_mem_single_port.data_o[10]$_SDFF_PP0_      64.76
CTS                              11  u_mem_single_port.mem[15][27]$_DFFE_PP_      65.17
finish                           14   u_mem_single_port.data_o[1]$_SDFF_PP0_      64.84
layer usage:
metal | global-route usage (%) | vias to the layer above | routed length (microns)
li1 | - | 38565 | -
met1 | 28.9 | 45016 | 147000
met2 | 39.0 | 7420 | 223000
met3 | 25.2 | 1216 | 102000
met4 | 11.9 | 72 | 28000
met5 | 4.21 | - | 2120
cells by family (layout without fill, tap and decap cells):
group / after synthesis / count (layout)
other: 0 / 25
buffers and inverters: 726 / 1260
and+or+nand+nor: 1203 / 1203
muxes: 311 / 311
DFF: 4129 / 4129
AOI/OAI and AO/OA: 2777 / 2777
tightest hold or removal path, cell delays in order, from the launching register on:
cell	delay (ns)
edfxtp_1	0.32
a222oi_1	0.06
o221ai_1	0.25
a32o_1	0.27
Power is estimated from default activity; no workload was simulated.
