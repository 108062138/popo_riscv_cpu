===== flow/run.sh =====
#!/bin/bash
# OpenROAD 26Q1-2900-gdf79404cd8, Yosys 0.63+post, stock flow scripts
make -C /OpenROAD-flow-scripts/flow DESIGN_CONFIG=/design/flow/config.mk WORK_HOME=/design/flow/orfs finish

===== flow/design.v =====
module ID_datapath #(
    parameter INST_WIDTH = 32,
    parameter INST_ADDR_WIDTH = 32,
    parameter DATA_WIDTH = 32,
    parameter DATA_ADDR_WIDTH = 32
)(
    input wire [INST_WIDTH-1:0] INST_IF_ID_o,
    input wire [INST_ADDR_WIDTH-1:0] PC_IF_ID_o,
    input wire [INST_ADDR_WIDTH-1:0] PC_plus_4_IF_ID_o,
    output reg [INST_ADDR_WIDTH-1:0] PC_ID,
    output reg [INST_ADDR_WIDTH-1:0] PC_plus_4_ID,
    output reg [INST_WIDTH-1:0] INST_ID,
    output reg [5-1:0] rs1_ID,
    output reg [5-1:0] rs2_ID,
    output reg [5-1:0] rd_ID,
    output reg signed [DATA_WIDTH-1:0] imm_ID,
    output wire reg_write_ID,
    output wire [1:0] result_sel_ID,
    output wire mem_write_ID,
    output wire [1:0] uncond_jump_ID,
    output wire meet_branch_ID,
    output wire [3:0] alu_ctrl_ID,
    output wire [1:0] alu_sel_rs1_ID,
    output wire [1:0] alu_sel_rs2_ID,
    output wire pc_jal_sel_ID,
    output reg [2:0] funct3_ID,
    output reg [6:0] opcode_ID
);
always @(*) begin
    INST_ID = INST_IF_ID_o;
    PC_ID = PC_IF_ID_o;
    PC_plus_4_ID = PC_plus_4_IF_ID_o;
    funct3_ID = INST_IF_ID_o[14:12];
    opcode_ID = opcode;
end
wire [7-1:0] funct7;
wire [3-1:0] funct3;
wire [6:0] opcode;
decoder #(.INST_WIDTH(INST_WIDTH),.DATA_WIDTH(DATA_WIDTH)) u_decoder (
    .inst(INST_ID),
    .funct7(funct7),
    .funct3(funct3),
    .opcode(opcode),
    .rs1(rs1_ID),
    .rs2(rs2_ID),
    .rd(rd_ID),
    .imm(imm_ID)
);
control_unit u_control_unit (
    .funct7(funct7),
    .funct3(funct3),
    .opcode(opcode),
    .reg_write_ID(reg_write_ID),
    .result_sel_ID(result_sel_ID),
    .mem_write_ID(mem_write_ID),
    .uncond_jump_ID(uncond_jump_ID),
    .meet_branch_ID(meet_branch_ID),
    .alu_ctrl_ID(alu_ctrl_ID),
    .alu_sel_rs1_ID(alu_sel_rs1_ID),
    .alu_sel_rs2_ID(alu_sel_rs2_ID),
    .pc_jal_sel_ID(pc_jal_sel_ID)
);
endmodule
module control_unit (
    input wire [7-1:0] funct7,
    input wire [3-1:0] funct3,
    input wire [6:0] opcode,
    output reg reg_write_ID,
    output reg [1:0] result_sel_ID,
    output reg mem_write_ID,
    output reg [1:0] uncond_jump_ID,
    output reg meet_branch_ID,
    output reg [3:0] alu_ctrl_ID,
    output reg [1:0] alu_sel_rs1_ID,
    output reg [1:0] alu_sel_rs2_ID,
    output reg pc_jal_sel_ID
);
always @(*) begin
    reg_write_ID = 1;
    if(opcode==7'b1100011 || opcode==7'b0100011)
        reg_write_ID = 0;
    mem_write_ID = 0;
    if(opcode==7'b0100011)
        mem_write_ID = 1;
    uncond_jump_ID = 0;
    if(opcode==7'b1101111)
        uncond_jump_ID = 1;
    else if(opcode==7'b1100111)
        uncond_jump_ID = 2;
    pc_jal_sel_ID = 0;
    if(opcode==7'b1100111) pc_jal_sel_ID = 1;
    meet_branch_ID = 0;
    if(opcode==7'b1100011)
        meet_branch_ID = 1;
    alu_ctrl_ID = 4'b0000;  
    if(opcode==7'b0110011)begin
        case(funct3)
            3'b000: begin
                if(!funct7[0])begin
                    if(!funct7[5]) alu_ctrl_ID = 4'b0000;  
                    else alu_ctrl_ID = 4'b0001;  
                end else begin
                    alu_ctrl_ID = 4'b1010;  
                end
            end
            3'b001: alu_ctrl_ID = 4'b0010;  
            3'b010: alu_ctrl_ID = 4'b0011;  
            3'b011: alu_ctrl_ID = 4'b0100;  
            3'b100: begin
                if(!funct7[0]) alu_ctrl_ID = 4'b0101;  
                else alu_ctrl_ID = 4'b1011;  
            end
            3'b101: begin
                if(!funct7[5]) alu_ctrl_ID = 4'b0110;  
                else alu_ctrl_ID = 4'b0111;  
            end
            3'b110: alu_ctrl_ID = 4'b1000;  
            3'b111: alu_ctrl_ID = 4'b1001;  
            default: alu_ctrl_ID = 4'b0000;  
        endcase
    end else if(opcode==7'b0010011)begin
        case(funct3)
            3'b000: alu_ctrl_ID = 4'b0000;  
            3'b001: alu_ctrl_ID = 4'b0010;  
            3'b010: alu_ctrl_ID = 4'b0011;  
            3'b011: alu_ctrl_ID = 4'b0100;  
            3'b100: alu_ctrl_ID = 4'b0101;  
            3'b101: begin
                if(!funct7[5]) alu_ctrl_ID = 4'b0110;  
                else alu_ctrl_ID = 4'b0111;  
            end
            3'b110: alu_ctrl_ID = 4'b1000;  
            3'b111: alu_ctrl_ID = 4'b1001;  
            default: alu_ctrl_ID = 4'b0000;
        endcase
    end
    alu_sel_rs1_ID = 0;  
    if(opcode==7'b0010111 || opcode==7'b1101111 || opcode==7'b1100011)  
        alu_sel_rs1_ID = 1;
    else if(opcode==7'b0110111)  
        alu_sel_rs1_ID = 2;
    alu_sel_rs2_ID = 0;  
    if(opcode!=7'b0110011)  
        alu_sel_rs2_ID = 1; 
    result_sel_ID = 0;  
    if(opcode==7'b0000011)
        result_sel_ID = 1;  
    else if(opcode==7'b1101111 || opcode==7'b1100111)
        result_sel_ID = 2;  
end
endmodule
module decoder #(
    parameter INST_WIDTH = 32,
    parameter DATA_WIDTH = 32
)(
    input wire [INST_WIDTH-1:0] inst,
    output reg [7-1:0] funct7,
    output reg [3-1:0] funct3,
    output reg [6:0] opcode,
    output reg [5-1:0] rs1,
    output reg [5-1:0] rs2,
    output reg [5-1:0] rd,
    output reg signed [DATA_WIDTH-1:0] imm
);
always @(*) begin
    opcode = inst[6:0];
    funct3 = inst[14:12];
    funct7 = 0;
    if(opcode==7'b0110011 || (opcode==7'b0010011 && (funct3==3'b001 || funct3==3'b101)))begin
        funct7 = inst[31:25];
    end
    rs1 = inst[19:15];
    rs2 = 0;
    if(opcode==7'b1100011 || opcode==7'b0100011 || opcode==7'b0110011)begin
        rs2 = inst[24:20];
    end
    rd = inst[11:7];
    if(opcode==7'b1100011 || opcode==7'b0100011) rd = 0;
end
imm_unit #(.DATA_WIDTH(DATA_WIDTH)) u_imm_unit (.inst(inst), .opcode(opcode), .funct3(funct3), .imm(imm));
endmodule
module imm_unit #(
    parameter INST_WIDTH = 32,
    parameter DATA_WIDTH = 32
)(
    input wire [INST_WIDTH-1:0] inst,
    input [6:0] opcode,
    input [2:0] funct3,
    output reg signed [DATA_WIDTH-1:0] imm
);
always @(*) begin
    case (opcode)
        7'b0110111: imm = {inst[31:12], 12'b0};
        7'b0010111: imm = {inst[31:12], 12'b0};
        7'b1101111: imm = {{11{inst[31]}}, inst[31], inst[19:12], inst[20], inst[30:21], 1'b0};
        7'b1100111: imm = {{20{inst[31]}}, inst[31:20]};
        7'b1100011: begin
            imm = {{19{inst[31]}}, inst[31], inst[7], inst[30:25], inst[11:8], 1'b0};
            if(funct3==3'b110 || funct3==3'b111)begin
                imm = {19'b0, inst[31], inst[7], inst[30:25], inst[11:8], 1'b0};
            end
        end
        7'b0000011: imm = {{20{inst[31]}}, inst[31:20]};
        7'b0100011: imm = {{20{inst[31]}},inst[31:25], inst[11:7]};
        7'b0010011:begin
            imm = {{20{inst[31]}}, inst[31:20]};
            if(opcode==7'b0000011 && (funct3==3'b100 || funct3==3'b101))begin
                imm = {20'b0, inst[31:20]};
            end
            if(opcode==7'b0010011 && funct3==3'b011)begin
                imm = {20'b0, inst[31:20]};
            end
        end
        7'b0110011:begin
            imm = 32'b0;
        end
        default: imm = 32'b0;
    endcase
end
endmodule

===== flow/constraint.sdc =====
current_design ID_datapath

set clk_period 3.0
set clk_io_pct 0.2

create_clock -name clk0 -period $clk_period

set non_clock_inputs [all_inputs -no_clocks]
set_input_delay [expr $clk_period * $clk_io_pct] -clock clk0 $non_clock_inputs
set_output_delay [expr $clk_period * $clk_io_pct] -clock clk0 [all_outputs]

===== flow/config.mk =====
export PLATFORM = sky130hd
export DESIGN_NAME = ID_datapath
export DESIGN_NICKNAME = ID_datapath
export VERILOG_FILES = /design/flow/design.v
export SDC_FILE = /design/flow/constraint.sdc
export NUM_CORES = 4
export LEC_CHECK = 1
export CORE_AREA = 10 10 110 110
export DIE_AREA = 0 0 120 120

==> CHANGELOG.md <==
## Flow update

- Share of layout cells above drive strength 1: 0.2230
- Global Route met1 Usage: 0.1066
- Die Wd: 120 microns
- Area grow syn2layout: 62.49%
- Clock buf count: 0
- Vias: 1760
- Vias per inst: 4.018
- Period utilisation layout: 0.9627
- Registers: 0
- Setup-failing EPs final: 0
- Pre-antenna DRT Iters: 4
- RePlAce Congestion: 0.7528
- Grt peak-use layer: met2
- Total track usage: 0.09417
- Leakage: 1.230 nW
- Remaining global-route overflow: 0
- Finished Cell Area: 2694 sq um
- Commonest cells in the netlist: 113 x buf_4, 20 x nand2_1, 17 x a21oi_1, 17 x and2_1
- DP Area: 2625 sq um
- Syn avg cell area: 6.767 sq um
- Diode count: 0
- Crit Path Class: in2out
- Met2 Track Usage GR: 0.1575
- CP Launch Type: primary input
- Die Size: 14400 sq um
- # IOs: 265
- Worst setup EP type: primary output
- Vias in the first global route: 1912
- HP Class: in2out
- Post-detailed-route count of antenna-violating nets: 0
- Mapped cell area: 1658 sq um
- Sum Neg Setup Slack: 0 ns
- Die Y: 120 microns
- Global-route wire length before repair: 10940 microns
- CTS Hold Bufs: 0
- Largest net degree at the start of global routing: 13
- WL/cell: 16.47 microns
- FP Rows: 36
- Top area cell types: buf_4 51%, and2_1 6.4%, a21oi_1 5.1%
- Synth cell types: 43
- Max Cap Violations: 0
- Yosys cell count: 245
- Global Route met3 Usage: 0.04902
- Detailed-route wire length: 7214 microns
- Slew Limit Fails: 0
- FF+latch area: 0 sq um
- Unrepaired setup endpoints after global routing: true
- IO buf count: 136
- Synth Seq Share: 0
- Core area: 9774 sq um
- Post-layout minimum cycle time: 2.888 ns
- Drt initial violations: 33
- Post-route DRC violation count: 0
- Tool warnings: 33
- Post-synthesis cell count: 245
- Yosys synthesis warning count: 4
- Final tally of hold violations: 0
- Max rail drop VDD: 30.28 uV
- Power density cells: 87.83 nW/um^2
- Pre-Place Util: 0.1696
- Max frequency: 346.2 MHz
- Crit path max fanout: 7
- Initial antenna violation count: 0
- Hpwl dp: 6180 microns
- WP data arrival: 2.29 ns
- Most frequent cell after synthesis: buf_4
- Biggest area consumer among synthesized cells: buf_4
- Max-area cell share: 0.5117
- Yosys stat chip area: 1658 sq um
- WP data required: 2.40 ns
- Outcome: completed
cell families after synthesis:
logic type / Yosys count / synth area share
other: 1 / 0.002262
xor gates and xnor gates: 1 / 0.005284
and+or+nand+nor: 72 / 0.2528
buffers and inverters: 126 / 0.5502
muxes: 1 / 0.006038
AOI/OAI and AO/OA: 44 / 0.1834
final timing paths:
kind / start / to / slack (ns) / cells past startpoint
max: INST_IF_ID_o[3] / imm_ID[0] / 0.11 / 7
min: PC_IF_ID_o[11] / PC_ID[11] / 1.20 / 0
per-stage QoR:
stage                     setup WS, ns  power [mW]    util  hold WS, ns  cells
final                           0.1118      0.2366  0.2756        1.200    438
after global routing         -0.003959      0.2611  0.2756        1.200    438
after CTS                     0.004676      0.2431  0.2738        1.200    437
after floorplan                 0.8235      0.1333       -        1.217    245
after detailed placement       -0.2947      0.2408  0.2686        1.200    434
after global placement         -0.3029      0.2399  0.2686        1.200    434
what timing repair did:
action | 4_1_cts | 5_1_grt
endpoints found under the setup margin | 53 | 30
cloned | 0 | 0
pin swaps | 4 | 4
resized | 17 | 20
buffers inserted | 3 | 1
routing by layer:
| layer | vias up | part of all wire | wire length, microns |
|---|---|---|---|
| met4 | 0 | 0.015 | 106 |
| met3 | 22 | 0.13 | 972 |
| li1 | 826 | - | - |
| met5 | - | 0 | 0 |
| met1 | 789 | 0.40 | 2884 |
| met2 | 123 | 0.45 | 3251 |
layout make-up:
class                      count  area [sq um]
multi-input combinational    119         787.0
timing repair buffer         181          1722
inverter                       5         18.77
fill                        1065          7081
tap                          133         166.4
power by group:
| group | total [mW] | switching, mW | leakage, nW | internal (mW) |
|---|---|---|---|---|
| sequential | 0 | 0 | 0 | 0 |
| combinational | 0.237 | 0.0797 | 1.23 | 0.157 |
| clock | 0 | 0 | 0 | 0 |
| total | 0.237 | 0.0797 | 1.23 | 0.157 |
critical path, stage by stage:
cell	delay [ns]
dlygate4sd2_1	0.29
and4bb_2	0.37
and2_2	0.21
inv_2	0.09
nor2_2	0.11
a32o_1	0.13
clkdlybuf4s50_1	0.49
cell usage in the layout, fill, tap and decap left out, types with 2 or more instances in the layout:
| cell type | n |
|---|---|
| nor2b_1 | 2 |
| a31oi_1 | 3 |
| inv_1 | 4 |
| buf_12 | 2 |
| and2b_1 | 2 |
| clkbuf_2 | 5 |
| clkdlybuf4s50_1 | 123 |
| nor2_2 | 3 |
| dlymetal6s2s_1 | 5 |
| nor3_2 | 2 |
| nand3_1 | 2 |
| nand3b_1 | 2 |
| dlygate4sd2_1 | 2 |
| a21o_1 | 8 |
| a22o_1 | 5 |
| buf_6 | 3 |
| and2_1 | 17 |
| nor2_1 | 7 |
| a21oi_1 | 17 |
| nor3_1 | 2 |
| nand2_1 | 19 |
| buf_4 | 40 |
| and3_1 | 2 |
| nor4_1 | 2 |
Power is estimated from default activity; no workload was simulated.
