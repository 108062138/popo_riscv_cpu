==> run.sh <==
#!/bin/bash
# OpenROAD 26Q1-2900-gdf79404cd8, Yosys 0.63+post, stock flow scripts
make -C /OpenROAD-flow-scripts/flow DESIGN_CONFIG=/design/flow/config.mk WORK_HOME=/design/flow/orfs finish
==> config.mk <==
export PLATFORM = sky130hd
export DESIGN_NAME = regfile
export DESIGN_NICKNAME = regfile
export VERILOG_FILES = /design/flow/design.v
export SDC_FILE = /design/flow/constraint.sdc
export NUM_CORES = 4
export LEC_CHECK = 1
export CORE_UTILIZATION = 50
==> constraint.sdc <==
current_design regfile

set clk_period 15.8
set clk_io_pct 0.2

create_clock -name clk0 -period $clk_period [get_ports {cpu_clk}]

set non_clock_inputs [all_inputs -no_clocks]
set_input_delay [expr $clk_period * $clk_io_pct] -clock clk0 $non_clock_inputs
set_output_delay [expr $clk_period * $clk_io_pct] -clock clk0 [all_outputs]
==> design.v <==
module regfile #(
    parameter INIT_STYLE = 2,
    parameter REGISTER_WIDTH = 32,
    parameter REGISTER_ADDR_WIDTH = 5
)(
    input cpu_clk,
    input cpu_rst_n,
    input wire [2:0] forward_detect_rs1,
    input wire [2:0] forward_detect_rs2,
    input wire [REGISTER_ADDR_WIDTH-1:0] rs1_addr,
    input wire [REGISTER_ADDR_WIDTH-1:0] rs2_addr,
    output reg [REGISTER_WIDTH-1:0] rs1_data,
    output reg [REGISTER_WIDTH-1:0] rs2_data,
    input wire [REGISTER_ADDR_WIDTH-1:0] wd_addr,
    input wire we,
    input wire [REGISTER_WIDTH-1:0] wd_data
);
reg [REGISTER_WIDTH-1:0] rf [0:2**REGISTER_ADDR_WIDTH-1];
integer i;
always@(posedge cpu_clk)begin
    if(!cpu_rst_n)begin
        if(INIT_STYLE==0) for(i=0;i<2**REGISTER_ADDR_WIDTH;i=i+1) rf[i] <= i;
        else if(INIT_STYLE==1) for(i=0;i<2**REGISTER_ADDR_WIDTH;i=i+1) rf[i] <= i*3;
        else for(i=0;i<2**REGISTER_ADDR_WIDTH;i=i+1) rf[i] <= 0;
    end else begin
        if(we && wd_addr!=0) begin
            rf[wd_addr] <= wd_data;
        end
        rf[0] <= 0;
    end
end
always @(*) begin
    rs1_data = rf[rs1_addr];
    if(forward_detect_rs1[2]) rs1_data = wd_data;
    rs2_data = rf[rs2_addr];
    if(forward_detect_rs2[2]) rs2_data = wd_data;
end
endmodule
==> qor.txt <==
non-filler cells in the finished layout: 5,996
Clock Sinks: 1,024
Setup CP Type: input pin to output pin
Synth area leader: sky130_fd_sc_hd__edfxtp_1
Post-Syn Instances: 4,433
mean routed wirelength per cell: 31.1 um
peak supply drop: 86.0 uV
post-DR vias/cell: 6.20
hold-fix buffer count after cts: 0
sequential cell area: 30,400 um^2
YS chip area: 56,200 um^2
DRT Wirelength: 187,000 um
cell at the root of the clock tree: sky130_fd_sc_hd__clkbuf_16
clock tree from TritonCTS: yes
Buf+Inv Stages, Crit Path: 5
total routing usage reported by global routing: 35.8%
via count of the first global-routing pass: 38.2k
die height: 337 um
largest registers ranked by flip-flop count: rf: 1024 flops
number of hold violations in the final report: 0
cell area after synthesis: 56,200 um^2
largest register by flop count: rf
final weighted congestion of routability-driven global placement: 0.907
die outline width: 337 um
number of storage elements in the synthesis netlist: 1,024
instance area at placement: 59,000 um^2
Pre-Place Util: 50.6%
top post-synthesis cells by area: sky130_fd_sc_hd__edfxtp_1 (53%), sky130_fd_sc_hd__mux2i_1 (18%), sky130_fd_sc_hd__and2_1 (11%)
fillers: 8,765
portion of the clock cycle consumed by the worst path in the final layout: 69.1%
Lkg Pwr: 24.0 nW
clock edge transition at the registers on the reported setup and hold paths: 50 ps
crit path max-delay cell type: sky130_fd_sc_hd__buf_4
placed wire-length estimate after detailed placement: 104,000 um
DRC errors left: 0
cell repeated most along the worst path: sky130_fd_sc_hd__buf_4
Post-Syn Area per Cell: 12.7 um^2
Iteration-0 DRC Markers: 2,181
predominant post-synthesis flop cell: sky130_fd_sc_hd__edfxtp_1
final hold slack: 3180 ps
detailed-route via count: 37.2k
count of boundary I/O pins: 120
detailed-router iteration count before antenna repair: 5
final standard cell area without fillers: 62,600 um^2
start point of the critical path: rs1_addr[0]
post-synth tally of flip-flops with integrated enable: 992
number of antenna violations at the first check in global routing: 5
delay contributed by the slowest stage of the critical path: 660 ps
Slew Viols, Final: 0
time the final worst path needs with I/O delays and setup: 10,910 ps
Yosys warnings: 1
Required @ worst endpoint: 12,640 ps
Critical Path End Type: output pin
result of the run: finished, final reports clean
worst min path class: input pin to register
Fmax: 91.6 MHz
hold path startpoint: cpu_rst_n
chip area: 114,000 um^2
share of cells above drive strength 1: 10.5%
placement row count: 122
worst slew margin relative to its limit: 36.2%
share of synthesized registers carrying an async set or reset: 0%
Critical Path AT: 7750 ps
Setup Viol. Count Final: 0
setup_tns: 0 ps
setup repair after global routing missed its margin: no
number of flip-flops under the largest register name: 1,024
Core Area: 111,000 um^2
clock buffer count from CTS: 115
signed area change from the synthesized netlist to the final layout: 11.5%
wire length of the first global-routing pass: 263,000 um
Max Buffers Root-to-Sink: 3
area fraction of the dominant cell type after synthesis: 53.0%
final global-route overflow total: 0
Port-buffer cells: 115
cell total in the yosys stat output: 4,433
Slew @ Worst Pin: 947 ps
number of warnings in the stage logs: 30
logic area: 24,200 um^2
least setup slack across all paths after layout: 4890 ps
maximum fanout along the worst path: 87
remaining number of nets flagged by the antenna check after routing: 0
Seq share, synth: 54.2%
Unique cell types: 30
# Post-CTS Setup Buffers: 0
pin count of the biggest net entering global routing: 94
cell resize tally after clock tree synthesis: 0
power density over cell area: 105 nW/um^2
number of placed instances with taps included: 5,764
overall power after layout: 6.58 mW
top cell family by delay on the critical path: buffers and inverters
post-route core utilization: 56.4%
max_cap viols: 0
DP Worst Slack: 5010 ps
number of H-tree levels: 3
Critical Path Start Type: input pin
ordered list of cells on the worst path: buf_8 -> buf_12 -> buf_4 -> buf_4 -> mux2i_1 -> a22o_1 -> a221oi_1 -> o22ai_1 -> o41ai_2 -> clkdlybuf4s50_1
[cell families after synthesis]
| family | share of synthesized area, % |
|---|---|
| mux | 18.2 |
| other cells | 0.00667 |
| simple gates | 12.0 |
| compound gates | 11.4 |
| buf+inv | 4.14 |
| flops | 54.2 |
[cell usage after synthesis (45+ instances only)]
| cell | instances |
|---|---|
| sky130_fd_sc_hd__a21oi_1 | 128 |
| sky130_fd_sc_hd__a221oi_1 | 126 |
| sky130_fd_sc_hd__a22o_1 | 128 |
| sky130_fd_sc_hd__a22oi_1 | 256 |
| sky130_fd_sc_hd__and2_1 | 995 |
| sky130_fd_sc_hd__buf_4 | 45 |
| sky130_fd_sc_hd__clkbuf_1 | 315 |
| sky130_fd_sc_hd__edfxtp_1 | 992 |
| sky130_fd_sc_hd__mux2i_1 | 1024 |
| sky130_fd_sc_hd__nand2_1 | 69 |
| sky130_fd_sc_hd__o22ai_1 | 64 |
| sky130_fd_sc_hd__o41ai_2 | 64 |
[placed cells by master (no fill, tap or decap), drive strengths merged, types with 32 or more instances in the layout]
cell           Yosys  final
edfxtp           992    992
a221oi           128    128
a22o             128    128
conb               1     32
clkinv             0     53
o22ai             64     64
clkdlybuf4s50      0    110
mux2i           1024   1024
nand2             69     69
nor2              34     34
dfxtp             32     32
and2             995    995
o41ai             64     64
clkbuf           337    153
a21oi            128    128
buf              126    165
a22oi            256    256
[path summary, 6_finish.rpt]
kind | to | depth (start not counted) | slack (ps)
min | rf[9][22] | 3 | 3180
max | rs1_data[30] | 10 | 4890
[layout make-up]
| class | count | area share, % |
|---|---|---|
| flip-flops and latches | 1024 | 48.6 |
| well taps | 1488 | 2.97 |
| clock buffers | 153 | 4.99 |
| clock inverters | 65 | 0.775 |
| repair buffers | 275 | 4.00 |
| multi-input cells | 2977 | 38.6 |
| diodes | 14 | 0.0559 |
[routing by layer]
layer | global-route usage [%] | routed length, um
met1 | 46.4 | 68700
met2 | 50.2 | 81800
met3 | 22.5 | 26600
met4 | 14.2 | 9440
met5 | 1.62 | 145
[power by group]
part           internal, mW  total, mW  switching (mW)
Sequential             3.12       3.19          0.0671
Clock                  1.48       2.56            1.08
Combinational         0.301      0.829           0.527
Total                  4.90       6.58            1.68
Power and IR drop assume default switching activity.
